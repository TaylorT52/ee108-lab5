**flow/design.v**
```verilog
module brute_force_synchronizer #(parameter WIDTH=1)(
    input clk,   
    input [WIDTH-1:0] in,    
    output [WIDTH-1:0] out   
);
    wire ff1_out, ff2_out;
    dff #(WIDTH) ff1(.clk(clk), .d(in), .q(ff1_out));
    dff #(WIDTH) ff2(.clk(clk), .d(ff1_out), .q(ff2_out));
    dff #(WIDTH) ff3(.clk(clk), .d(ff2_out), .q(out));
endmodule
module button_press_unit(
    input clk, 
    input reset, 	 
    input in, 	 
    output out	 
);
    parameter WIDTH = 20;
    wire button_sync;
    brute_force_synchronizer sync(
        .clk(clk),
        .in(in),
        .out(button_sync)
    );
    wire button_debounced;
    debouncer #(WIDTH) debounce(
        .clk(clk),
        .reset(reset),
        .in(button_sync),
        .out(button_debounced)
    );
    one_pulse one_pulse(
        .clk(clk),
        .reset(reset),
        .in(button_debounced),
        .out(out)
    );
endmodule
module debouncer(
    input clk,
    input reset,
    input in,
    output reg out
); 
    parameter WIDTH = 20;
    reg counter_reset;
    wire [WIDTH-1:0] counter_out;
    dffr #(WIDTH) counter(
        .clk(clk),
        .d(counter_out+1'b1),
        .q(counter_out),
        .r(counter_reset || reset)
    );
    reg [1:0] next_state_d;
    wire [1:0] current_state_q;
    dffr #(2) state(
        .clk(clk),
        .d(next_state_d),
        .q(current_state_q),
        .r(reset)
    );
    always @(*)
        case (current_state_q)
            2'b00: begin
                out = 1'b0;
                counter_reset = 1'b1;
                if (in)
                    next_state_d = 2'b01;
                else
                    next_state_d = 2'b00;
            end
            2'b01 : begin
                out = 1'b1;
                counter_reset = in;
                if (&counter_out)
                    next_state_d = 2'b11;
                else
                    next_state_d = 2'b01;
            end
            2'b11 : begin
                out = 1'b1;
                counter_reset = 1'b1;
                if (~in)
                    next_state_d = 2'b10;
                else
                    next_state_d = 2'b11;
            end
            2'b10 : begin
                out = 1'b0;
                counter_reset = ~in;
                if (counter_out)
                    next_state_d = 2'b00;
                else
                    next_state_d = 2'b10;
            end
            default : begin
                out = 1'b0;
                counter_reset = 1'b1;
                next_state_d = 2'b00;
            end
        endcase
endmodule
module dff #(parameter WIDTH = 1) (
    input clk,
    input [WIDTH-1:0] d,
    output reg [WIDTH-1:0] q
);
    always @(posedge clk) 
        q <= d;
endmodule
module dffr #(parameter WIDTH = 1) (
    input clk,
    input r,
    input [WIDTH-1:0] d,
    output reg [WIDTH-1:0] q
);
    always @ (posedge clk) 
        if (r) 
            q <= {WIDTH{1'b0}};
        else
            q <= d;
endmodule
module dffre #(parameter WIDTH = 1) (
    input clk,
    input r,
    input en,
    input [WIDTH-1:0] d,
    output reg [WIDTH-1:0] q
);
    always @(posedge clk)
        if (r)
            q <= {WIDTH{1'b0}};
        else if (en)
            q <= d;
        else
            q <= q;
endmodule
module one_pulse(
    input clk,
    input reset,
    input in,         
    output wire out   
);
    wire last_value;
    dffr last_value_storage(.clk(clk), .r(reset), .d(in), .q(last_value));
    assign out = ~last_value & in;
endmodule
```
**flow/run.sh**
```bash
#!/bin/bash
# OpenROAD 26Q1-2900-gdf79404cd8, Yosys 0.63+post, stock flow scripts
make -C /OpenROAD-flow-scripts/flow DESIGN_CONFIG=/design/flow/config.mk WORK_HOME=/design/flow/orfs finish
```
**flow/config.mk**
```make
export PLATFORM = sky130hd
export DESIGN_NAME = button_press_unit
export DESIGN_NICKNAME = button_press_unit
export VERILOG_FILES = /design/flow/design.v
export SDC_FILE = /design/flow/constraint.sdc
export NUM_CORES = 4
export LEC_CHECK = 1
export CORE_AREA = 10 10 110 110
export DIE_AREA = 0 0 120 120
```
**flow/constraint.sdc**
```tcl
current_design button_press_unit

set clk_period 2.8
set clk_io_pct 0.2

create_clock -name clk0 -period $clk_period [get_ports {clk}]

set non_clock_inputs [all_inputs -no_clocks]
set_input_delay [expr $clk_period * $clk_io_pct] -clock clk0 $non_clock_inputs
set_output_delay [expr $clk_period * $clk_io_pct] -clock clk0 [all_outputs]
```
==> results_dict.tcl <==
# yosys + openroad results
set metrics [dict create \
    tns_ns 0 \
    yosys_area_um2 1200 \
    cts_inserted_buffers 3 \
    finish.utilization 0.149 \
    syn_avg_cell_area_um2 8.95 \
    finalCriticalPeriod_ns 2.14 \
    root_buffer "clkbuf_8" \
    clk_pin_slew_ns 0.09 \
    post-cts-setup-buffers 0 \
    cp.arrival_ns 2.36 \
    grt_overflow 0 \
    clock_latency_ns 0.27 \
    cp_cell_sequence "clkdlybuf4s50_1 > or4_1 > or4_1 > nand2_1" \
    critical_path.max_stage_delay_ns 0.76 \
    ys_cells 134 \
    hold_viol 0 \
    postSynthSeqShare 0.467 \
    pin_count 4 \
    tightest_slew_ns 0.604 \
    yosysWarnings 5 \
    synth_cells 134 \
    ff2ff_path_depth 5 \
    hold_buffers 0 \
    warnings 26 \
    coreArea_um2 9770 \
    max_freq_mhz 466 \
    cts_resized 0 \
    dieArea_um2 14400 \
    power_density_nw_per_um2 506 \
    required_ns 3.02 \
    fp_util 0.123 \
    grt_use_total 0.0316 \
    worstSetupEndpointType "register" \
    finalClockSkew_ns 0.00156 \
    clock_path_buffers 2 \
    die_x_um 120 \
    drt-total-wl_um 2160 \
    grt_pass1_wl_um 4040 \
    rows 36 \
    diodes 0 \
    drtIter0Drc 76 \
    p_leak_nw 0.443 \
    cpMaxStageDelayCell "or4_1" \
    cts_tree "done" \
    drtAntennaViolNets 0 \
    rsz0062_at_grt "no" \
    finalClockPeriodUsage 0.766 \
    synth_cell_type_count 29 \
    drv_slew 0 \
    wire_per_inst_um 7.96 \
    grt_pass1_vias 901 \
    path_class "primary input to register" \
    drtPass1Iterations 4 \
    worstHoldPathCells 0 \
    hold_class "register to register" \
    gp_congestion 0.794 \
    die_h_um 120 \
    vias 937 \
    numSynthFlops 28 \
    antenna_found_initial 0 \
    path_max_fanout 11 \
    vdd_drop_max_v 0.000268 \
    cts_sinks 28 \
    hpwl_um 1570 \
    numPortBuffers 3 \
    maxCapViolCount 0 \
    area_growth_pct 21.6 \
    critPathLaunchType "primary input" \
    synth_area_um2 1200 \
    relSlewSlack 0.594 \
    vias_per_cell 3.46 \
    cpMostUsedCell "or4_1" \
    setup_viol 0 \
    drive_gt1_frac 0.0725 \
    grt_max_degree 17 \
    htreeDepth 1 \
    drc 0 \
    run_status "finished, final reports clean" \
]
placed cells by master, fill, tap and decap left out, types with 2 or more instances in the layout:
cell type        count
and4_1               2
clkbuf_8             3
nor3_1               5
or3_1                2
dfxtp_1             28
o31ai_1              2
o21ai_0              4
clkdlybuf4s50_1      3
nand4_1              6
xnor2_1              5
nand2_1              9
inv_1                7
a32o_1               2
ha_1                 2
or4_1                4
nor4_1               8
nand3_1              7
nor2_1              15
a21oi_1              5
xor2_1               8
cell families after synthesis:
group                      share of synthesized area
and+or+nand+nor                                0.300
xor gates and xnor gates                      0.0949
DFF                                            0.467
AOI/OAI and AO/OA                             0.0813
adders and majority gates                     0.0209
buffers and inverters                         0.0355
power breakdown:
group / switching [W] / internal (W) / leakage [nW]
clock: 0.000121 / 0.000191 / 0.0357
combinational: 0.00000956 / 0.00000890 / 0.180
sequential: 0.00000410 / 0.000404 / 0.228
critical path: cells and delay by family:
kind / cells / cell delay, ns
and+or+nand+nor: 3 / 1.29
buffers and inverters: 1 / 0.51
cells in the mapped netlist:
cell type   n  area share
or3_2       1      0.0063
or4_1       4       0.025
nor4b_1     1      0.0073
inv_1       7       0.022
ha_1        2       0.021
dfxtp_1    28        0.47
or2_2       1      0.0052
xor2_1      8       0.058
nand3_1     7       0.029
and4_2      1      0.0083
nand2_1     9       0.028
nand4_2     1       0.010
a21oi_1     5       0.021
nor4_1      8       0.042
nor2_1     15       0.047
o31ai_1     2       0.013
or4_4       1      0.0094
and2_1      1      0.0052
and4_1      2       0.015
clkbuf_1    3      0.0094
nor3_1      5       0.021
o211a_1     1      0.0083
a32o_1      2       0.017
o211ai_1    1      0.0063
nand4_1     6       0.031
o21ai_0     4       0.017
clkbuf_2    1      0.0042
xnor2_1     5       0.036
or3_1       2       0.010
through the flow:
| step | hold slack [ns] | total power, W | cell area, µm² | cells | worst slack [ns] |
|---|---|---|---|---|---|
| floorplan | 0.310 | 0.000426 | 1200 | 134 | 0.960 |
| global placement | 0.310 | 0.000435 | 1390 | 267 | 0.379 |
| detailed placement | 0.312 | 0.000436 | 1390 | 267 | 0.377 |
| CTS | 0.335 | 0.000747 | 1460 | 271 | 0.655 |
| global route | 0.357 | 0.000775 | 1460 | 271 | 0.598 |
| finish | 0.334 | 0.000739 | 1460 | 271 | 0.656 |
flip-flops by register name (all words and copies together) (netlist names):
name and count:
debounce.counter.q 20, one_pulse.last_value_storage.q 1, debounce.state.q 4, sync.ff2.q 1, sync.ff1.q 1, sync.ff3.q 1
per-layer routing:
layer	global-route usage	vias up	wire, µm
li1	-	493	-
met1	0.0459	437	1130
met2	0.0478	7	965
met3	0.00762	0	62
met4	0.00377	0	0
met5	0	-	0
final timing paths:
path              slack [ns]                      to                   from
setup reg to reg        0.84  debounce.counter.q[16]  debounce.counter.q[0]
hold / removal          0.33              sync.ff3.q             sync.ff2.q
setup / recovery        0.66  debounce.counter.q[18]                  reset
hold reg to reg         0.33              sync.ff3.q             sync.ff2.q
cell type report:
| type | instances | area (µm²) |
|---|---|---|
| clock buffers | 3 | 41.3 |
| clock inverters | 1 | 30.0 |
| fillers | 1085 | 8320 |
| inverters | 7 | 26.3 |
| multi-input cells | 95 | 597 |
| flip-flops and latches | 28 | 561 |
| well taps | 133 | 166 |
| repair buffers | 4 | 37.5 |
Power is estimated from default activity; no workload was simulated.
