$ cat ./design.v
module ram_1w2r #(parameter WIDTH = 8, parameter DEPTH = 8) (
    input clka,
    input wea,
    input [DEPTH-1:0] addra,
    input [WIDTH-1:0] dina,
    output wire [WIDTH-1:0] douta,
    input clkb,
    input [DEPTH-1:0] addrb,
    output wire [WIDTH-1:0] doutb
);
    reg [WIDTH-1:0] RAM [(2**DEPTH)-1:0];
    reg [DEPTH-1:0] read_addra;
    reg [DEPTH-1:0] read_addrb;
    always @(posedge clka) begin
        if (wea == 1'b1)
            RAM[addra] <= dina;
        read_addra <= addra;
    end
    always @(posedge clkb)
        read_addrb <= addrb;
    assign douta = RAM[read_addra];
    assign doutb = RAM[read_addrb];
endmodule
module wave_capture (
    input clk,
    input reset,
    input new_sample_ready,
    input [15:0] new_sample_in,
    input wave_display_idle,
    output wire [8:0] write_address,
    output wire write_enable,
    output wire [7:0] write_sample,
    output reg read_index
);
parameter ARMED = 2'd0;
parameter ACTIVE = 2'd1; 
parameter WAIT = 2'd2; 
parameter DONE = 8'd255; 
reg next_read_index;
reg[1:0] state, next_state; 
reg[15:0] prev_sample;
wire zero_cross = (new_sample_in[15] == 1'b0) && (prev_sample[15] == 1'b1);
reg [7:0] counter; 
assign write_enable = (state == ACTIVE) && new_sample_ready;
assign write_sample = new_sample_in[15:8] + 8'd128;
assign write_address = {~read_index, counter};
always @(posedge clk) begin 
    if (reset) begin
        state <= ARMED;
        prev_sample <= 16'd0;
        counter <= 1'b0;
        read_index <= 8'd0;
    end else begin
        state <= next_state;
        read_index <= next_read_index;
        if (new_sample_ready) begin
            prev_sample <= new_sample_in;
        end 
        if (next_state == ARMED) begin
            counter <= 8'd0;
        end
        if (state == ACTIVE && new_sample_ready && counter != DONE) begin
           counter <= counter + 8'd1; 
        end
    end 
end 
always @(*) begin 
    next_state = state;
    next_read_index = read_index;
    if(state == ARMED) begin
        if(new_sample_ready && zero_cross) begin
            next_state = ACTIVE;
        end
    end
    if(state == ACTIVE) begin
        if(counter == DONE && new_sample_ready) begin
            next_state = WAIT;
        end
    end
    if(state == WAIT) begin
        if(wave_display_idle == 1'b1) begin
            next_state = ARMED;
            next_read_index = ~read_index;
        end
    end
end 
endmodule
`timescale 1ns/1ps
module wave_display (
    input clk,
    input reset,
    input [10:0] x,   
    input [9:0]  y,   
    input valid,
    input [7:0] read_value,
    input read_index,
    output wire [8:0] read_address,
    output wire valid_pixel,
    output wire [7:0] r,
    output wire [7:0] g,
    output wire [7:0] b
);
    wire in_mid_quadrants = (x[10:8] == 3'b001) || (x[10:8] == 3'b010);
    wire in_top_half      = (y[9] == 1'b0);
    wire [6:0] x_thick = x[7:1];  
    wire [7:0] addr_low =
        (x[10:8] == 3'b001) ? {1'b0, x_thick} :
        (x[10:8] == 3'b010) ? {1'b1, x_thick} :
                              8'h00;  
    wire [8:0] addr_comb = {read_index, addr_low};
    assign read_address = addr_comb;
    wire [7:0] read_value_adjusted = (read_value >> 1) + 8'd32;
    reg [7:0] rv1, rv2;
    always @(posedge clk) begin
      if (reset) begin
        rv1 <= 8'd0;
        rv2 <= 8'd0;
      end else begin
        rv1 <= read_value_adjusted;
        rv2 <= rv1;
      end
    end
    reg [10:0] x1, x2;
    reg [9:0]  y1, y2;
    reg        v1, v2;
    reg        draw1, draw2;
    reg [8:0] addr1, addr2, addr3;
    always @(posedge clk) begin
        if (reset) begin
            x1 <= 11'd0; x2 <= 11'd0;
            y1 <= 10'd0; y2 <= 10'd0;
            v1 <= 1'b0;  v2 <= 1'b0;
            draw1 <= 1'b0; draw2 <= 1'b0;
            addr1 <= 9'd0; addr2 <= 9'd0; addr3 <= 9'd0;
        end else begin
            x1 <= x;  x2 <= x1;
            y1 <= y;  y2 <= y1;
            v1 <= valid; v2 <= v1;
            draw1 <= (in_mid_quadrants && in_top_half);
            draw2 <= draw1;
            addr1 <= addr_comb;
            addr2 <= addr1;
            addr3 <= addr2;
        end
    end
    wire in_draw_region = draw2 && v2;    
    reg in_draw_region_d;
    reg [7:0] samp_prev, samp_curr;
    always @(posedge clk) begin
      if (reset) begin
        in_draw_region_d <= 1'b0;
      end else begin
        in_draw_region_d <= in_draw_region;
      end
    end
    wire enter_draw_region = in_draw_region && !in_draw_region_d;
    always @(posedge clk) begin
      if (reset) begin
        samp_prev <= 8'd0;
        samp_curr <= 8'd0;
      end else if (!in_draw_region) begin
        samp_prev <= 8'd0;
        samp_curr <= 8'd0;
      end else if (enter_draw_region) begin
        samp_prev <= rv2;
        samp_curr <= rv2;
      end else if (addr2 != addr3) begin
        samp_prev <= samp_curr;
        samp_curr <= rv2;
      end
    end
    wire [7:0] y_disp = y2[8:1];
    wire [7:0] y_min = (samp_prev < samp_curr) ? samp_prev : samp_curr;
    wire [7:0] y_max = (samp_prev < samp_curr) ? samp_curr : samp_prev;
    wire pixel_on = draw2 && v2 && (y_disp >= y_min) && (y_disp <= y_max);
    assign valid_pixel = pixel_on;
    assign r = pixel_on ? 8'hFF : 8'h00;
    assign g = pixel_on ? 8'hFF : 8'h00;
    assign b = pixel_on ? 8'hFF : 8'h00;
endmodule
module wave_display_top(
    input clk,
    input reset,
    input new_sample,
    input [15:0] sample,
    input [10:0] x,   
    input [9:0]  y,   
    input valid,
    input vsync,
    output [7:0] r,
    output [7:0] g,
    output [7:0] b
);
    wire [7:0] read_sample, write_sample;
    wire [8:0] read_address, write_address;
    wire read_index;
    wire write_en;
    wire wave_display_idle = ~valid; 
    wave_capture wc(
        .clk(clk),
        .reset(reset),
        .new_sample_ready(new_sample),
        .new_sample_in(sample),  
        .write_address(write_address),
        .write_enable(write_en),  
        .write_sample(write_sample),  
        .wave_display_idle(wave_display_idle),  
        .read_index(read_index)  
    );
    ram_1w2r #(.WIDTH(8), .DEPTH(9)) sample_ram(  
        .clka(clk),
        .clkb(clk),
        .wea(write_en),  
        .addra(write_address), 
        .dina(write_sample),  
        .douta(),  
        .addrb(read_address),  
        .doutb(read_sample)  
    );
    wire valid_pixel;
    wire [7:0] wd_r, wd_g, wd_b;
    wave_display wd(
        .clk(clk),
        .reset(reset),
        .x(x),  
        .y(y),  
        .valid(valid),  
        .read_address(read_address),  
        .read_value(read_sample),  
        .read_index(read_index),  
        .valid_pixel(valid_pixel),  
        .r(wd_r), .g(wd_g), .b(wd_b)  
    );
    assign {r, g, b} = valid_pixel ? {wd_r, wd_g, wd_b} : {3{8'b0}};
endmodule
$ cat ./run.sh
#!/bin/bash
# OpenROAD 26Q1-2900-gdf79404cd8, Yosys 0.63+post, stock flow scripts
make -C /OpenROAD-flow-scripts/flow DESIGN_CONFIG=/design/flow/config.mk WORK_HOME=/design/flow/orfs finish
$ cat ./config.mk
export PLATFORM = sky130hd
export DESIGN_NAME = wave_display_top
export DESIGN_NICKNAME = wave_display_top
export VERILOG_FILES = /design/flow/design.v
export SDC_FILE = /design/flow/constraint.sdc
export NUM_CORES = 4
export LEC_CHECK = 1
export CORE_UTILIZATION = 30
$ cat ./constraint.sdc
current_design wave_display_top

set clk_period 63.3
set clk_io_pct 0.2

create_clock -name clk0 -period $clk_period [get_ports {clk}]

set non_clock_inputs [all_inputs -no_clocks]
set_input_delay [expr $clk_period * $clk_io_pct] -clock clk0 $non_clock_inputs
set_output_delay [expr $clk_period * $clk_io_pct] -clock clk0 [all_outputs]
==> results.toml <==
# generated from flow reports
[sta]
max_clock_freq_ghz = 0.0559
worst_pin_slew_ps = 1020
maxSlewViolCount = 0
fin_tns_setup_ps = 0
period_needed_ps = 17900
whs_ps = 432
grt_setup_unrepaired = "no"
fin_skew_ps = 40.2
relSlewSlack_pct = 32.0
hold_violations = 0
fin_crit_sh_pct = 28.3
setup_viol = 0

[worst_setup_path]
cp_max_fo = 24
ff2ff_path_depth = 13
endpoint_kind = "primary output"
cp.arrival_ps = 5240
startpoint_type = "flop"
required_ps = 50640
criticalPathCategory = "reg -> out"

[placement]
dp.cells = 12600
gp_congestion = 0.858
place_area_um2 = 151000
port_buffers = 53
hpwl_um = 216000

[global_routing]
grt_pass1_vias = 74100
grt_antenna_before_repair = 14
grt_usage_pct = 15.7
gr-total-overflow = 0
grt_max_degree = 129
grt_pass1_wl_um = 511000

[synth]
yosys_warnings = 3
top_cells_by_area = "edfxtp_1, mux4_2, nor2_1, dfxtp_1, mux2i_1"
synth-seq-cells = 3686
synth_cell_types = 57
synth-edff-count = 3584
yosysTopAreaCell = "edfxtp_1"
syn_area_per_cell_um2 = 22.0
async_flop_share_pct = 0
yosys.stat.seqShare_pct = 76.7
ff_type = "edfxtp_1"
ys_cells = 6495
synthesis.instances = 6495
syn-cell-area_um2 = 143000
yosys_area_um2 = 143000
top_cell_area_share_pct = 75.3
common_cells = "edfxtp_1, mux4_2, nor2_1"
synth_dominant_cell_count = "edfxtp_1"

[layout]
drive_above_1_share_pct = 25.7
fillers = 42800
syn2layout_area_growth_pct = 13.9
regArea_um2 = 110000
final_cells = 13300
logic_area_um2 = 31200
final_area_um2 = 163000

[floorplan]
fp-utilization_pct = 30.1
rows = 253
design.core.area_um2 = 475000
fp.dieW_um = 692
dieArea_um2 = 479000
die_y_um = 692
io_pins = 66

[clocking]
clock_latency_ps = 950
cts_setup_buffers = 0
cts_tree = "built"
ctsHoldBuffers = 0
cts_buffer_depth = 4
cts_buffers = 373
cts-htree-levels = 5
ctsResizeCount = 0
path_clk_slew_ps = 60
clock_sinks = 3686
cts_root_buf = "clkbuf_16"

[drt]
avgViaCountPerCell = 4.98
drcViolationCount = 0
num_vias = 66000
drtPass1Iterations = 7
drt.antenna.violating_nets = 0
drtIter0Drc = 4363
routed_wl_um = 351000
routedWlPerCell_um = 26.5

[run_status]
status = "finished clean"

[power]
p_leak_nw = 47.9
powerDensity_nw_per_um2 = 31.0
ir_worst_vdd_mv = 0.0210

[worst_hold_path]
min_path_cells = 1
min_path_type = "reg -> reg"

[run]
tool_warnings = 53
max_cap_viol_count = 0
-- critical path, stage by stage (launching register included) --
cell and delay, ps:
dfxtp_1 400, inv_1 70, ha_1 290, a21o_1 160, a21o_1 180, a21o_1 180, a21o_1 180, a21oi_1 140
o21ai_1 140, mux2_2 290, ha_1 260, nand2b_1 140, a21o_1 170, a21o_1 170, a21o_1 170, a21o_1 170
a21o_1 180, a211oi_1 270, nor4b_2 80, buf_4 200, clkdlybuf4s50_1 430
-- cells in the final DEF, fill, tap and decap left out, drive strengths merged, types with 12 or more instances in the layout --
cell type / count
a22oi: 74
nor2: 577
a211o: 15
inv: 27
mux2i: 133
o211ai: 12
a221oi: 19
clkbuf: 473
dfxtp: 102
and2: 19
ha: 28
mux4: 1036
clkdlybuf4s50: 46
a21oi: 50
nor3: 22
nor2b: 73
buf: 191
clkinvlp: 15
nand3: 18
bufinv: 26
a211oi: 31
nand2: 99
clkinv: 153
edfxtp: 3584
o21ai: 15
o22ai: 41
-- logic make-up after synthesis --
| logic type | Yosys count | synth area share, % |
|---|---|---|
| DFF | 3686 | 76.7 |
| muxes | 1175 | 17.3 |
| xor gates and xnor gates | 11 | 0.0674 |
| adders and majority gates | 28 | 0.245 |
| AOI/OAI and AO/OA | 302 | 1.50 |
| and+or+nand+nor | 866 | 2.59 |
| buffers and inverters | 427 | 1.56 |
-- stage by stage --
stage               worst slack (ps)  util [%]  total power, W
finish                         45400      34.3         0.00505
detailed placement             46340      31.8         0.00296
CTS                            45280      34.3         0.00509
global placement               46180      31.8         0.00296
floorplan                      43550         -         0.00286
global route                   45060      34.3         0.00520
-- power breakdown --
part / switching, W / internal, W / total [W] / leakage (nW)
combinational: 0.000142 / 0.0000839 / 0.000226 / 9.05
clock: 0.000918 / 0.00122 / 0.00214 / 5.81
sequential: 0.00000437 / 0.00268 / 0.00268 / 33.0
total: 0.00106 / 0.00399 / 0.00505 / 47.9
-- registers in the layout (all words and copies together) (netlist names), 9 cells and up, named ones only --
name	cells
sample_ram.RAM	3584
wd.addr1	9
wd.addr2	9
wd.addr3	9
-- per-layer routing --
| layer | GRT usage (%) | wire [µm] | up-vias |
|---|---|---|---|
| li1 | - | - | 27600 |
| met1 | 16.8 | 113000 | 33800 |
| met2 | 23.4 | 164000 | 4005 |
| met3 | 13.2 | 62800 | 594 |
| met4 | 4.14 | 11400 | 20 |
| met5 | 1.05 | 586 | - |
-- area by class of cell --
cell class / instances / area share [%]
Multi-Input combinational cell: 2382 / 19.2
Timing Repair Buffer: 237 / 1.27
Antenna cell: 11 / 0.0169
Sequential cell: 3686 / 67.4
Clock inverter: 206 / 1.25
Inverter: 15 / 0.0392
Clock buffer: 473 / 6.10
Tap cell: 6247 / 4.80
-- final timing paths --
path	startpoint	slack, ps	to
worst max register to register	flop	56640	wd.rv1[6]
worst max-delay path	wd.samp_curr[1]	45400	g[7]
worst min register to register	wd.rv1[5]	430	wd.rv2[5]
worst min-delay path	wd.rv1[5]	430	wd.rv2[5]
Power figures rest on the tool's default switching activity, not on a simulated workload.
